--- flow/config.mk ---
export PLATFORM = sky130hd
export DESIGN_NAME = RS232_Send
export DESIGN_NICKNAME = RS232_Send
export VERILOG_FILES = /design/flow/design.v
export SDC_FILE = /design/flow/constraint.sdc
export NUM_CORES = 4
export LEC_CHECK = 1
export CORE_AREA = 10 10 94 94
export DIE_AREA = 0 0 104 104
--- flow/run.sh ---
#!/bin/bash
# OpenROAD 26Q1-2900-gdf79404cd8, Yosys 0.63+post, stock flow scripts
make -C /OpenROAD-flow-scripts/flow DESIGN_CONFIG=/design/flow/config.mk WORK_HOME=/design/flow/orfs finish
--- flow/constraint.sdc ---
current_design RS232_Send

set clk_period 2.2
set clk_io_pct 0.2

create_clock -name clk0 -period $clk_period [get_ports {I_Clk}]

set non_clock_inputs [all_inputs -no_clocks]
set_input_delay [expr $clk_period * $clk_io_pct] -clock clk0 $non_clock_inputs
set_output_delay [expr $clk_period * $clk_io_pct] -clock clk0 [all_outputs]
--- flow/design.v ---
module RS232_Send #(
    parameter P_CLK_FREQ  = 5000_0000,     
    parameter P_RS232_BPS = 115200         
)(
    input       I_Clk   ,
    input       I_Rst   ,
    input       I_En    ,
    input [7:0] I_Data  ,
    output reg  O_Txd   ,
    output      O_Busy  
);
parameter P_BPS_Cnt = P_CLK_FREQ / P_RS232_BPS;
reg [15:0] R_Clk_Cnt = 16'd0;
reg [7:0] R_Data = 8'd0;
reg [3:0] R_Tx_Cnt = 4'd0;
reg R_En_D0 = 1'b0;
reg R_En_D1 = 1'b0;
reg R_Tx_Flag = 1'b0;
reg R_Busy = 1'b0;
wire W_En_Flag;
reg [3:0] R_Tx_Cnt_D0 = 4'd0;
reg [3:0] R_Tx_Cnt_D1 = 4'd0;
assign W_En_Flag = (R_En_D0 & ~R_En_D1);
assign O_Busy = (R_Busy | I_En);
always @(posedge I_Clk) begin
    if(I_Rst) begin
        R_En_D0 <= 1'b0;
        R_En_D1 <= 1'b0;
    end
    else begin
        R_En_D0 <= I_En;
        R_En_D1 <= R_En_D0;
    end
end
always @(posedge I_Clk) begin
    if(I_Rst) 
        R_Busy <= 1'b0;
    else if(I_En) 
        R_Busy <= 1'b1;
    else if((R_Tx_Cnt == 4'd9 && (R_Clk_Cnt == P_BPS_Cnt * 15/ 16))) 
        R_Busy <= 1'b0;
    else
        R_Busy <= R_Busy;
end
always @(posedge I_Clk) begin
    if(I_Rst) begin
        R_Tx_Flag <= 1'b0;
        R_Data <= 8'd0;
    end
    else if(W_En_Flag) begin
        R_Tx_Flag <= 1'b1;
        R_Data <= I_Data;
    end
    else if((R_Tx_Cnt == 4'd9 && (R_Clk_Cnt == P_BPS_Cnt * 15/ 16))) begin
        R_Tx_Flag <= 1'b0;
        R_Data <= 8'd0;
    end
    else begin
        R_Tx_Flag <= R_Tx_Flag;
        R_Data <= R_Data;
    end
end
always @(posedge I_Clk) begin
    if(I_Rst)
        R_Clk_Cnt <= 16'd0;
    else if(R_Tx_Flag) begin
        if(R_Clk_Cnt < P_BPS_Cnt - 1) 
            R_Clk_Cnt <= R_Clk_Cnt + 1'b1;
        else
            R_Clk_Cnt <= 16'd0;
    end
    else 
        R_Clk_Cnt <= 16'd0;
end
always @(posedge I_Clk) begin
    if(I_Rst)
        R_Tx_Cnt <= 4'd0;
    else if(R_Tx_Flag) begin
        if(R_Clk_Cnt == P_BPS_Cnt - 1)
            R_Tx_Cnt <= R_Tx_Cnt + 1'b1;
        else
            R_Tx_Cnt <= R_Tx_Cnt;
    end
    else
        R_Tx_Cnt <= 4'd0;
end
always @(posedge I_Clk) begin
    if(I_Rst)
        O_Txd <= 1'b1;
    else if(R_Tx_Flag)begin
        case(R_Tx_Cnt)
        4'd0 : O_Txd <= 1'b0;
        4'd1 : O_Txd <= R_Data[0];
        4'd2 : O_Txd <= R_Data[1];
        4'd3 : O_Txd <= R_Data[2];
        4'd4 : O_Txd <= R_Data[3];
        4'd5 : O_Txd <= R_Data[4];
        4'd6 : O_Txd <= R_Data[5];
        4'd7 : O_Txd <= R_Data[6];
        4'd8 : O_Txd <= R_Data[7];
        4'd9 : O_Txd <= 1'b1;
        default:;
        endcase
    end
    else 
        O_Txd <= 1'b1;
end
endmodule
==> flow_summary_export.csv <==
group,metric,value,unit
yosys,synthTopCellsByCount,"dfxtp_1 (33), inv_1 (14), nor2_1 (12)",
global_route,track_usage,0.04974,
final_timing,setup_viol,0,
yosys,synth_stat.cells,145,
pwr,fin_total_pwr,1262,uW
hold_path,hp-class,"register to register",
pwr,p_seq_frac,0.496,
yosys,synth-async-reset-ratio,0,
yosys,synth-seq-cells,33,
clock_tree,cts.clk_slew.worst_paths,0.07,ns
yosys,synth_top_area_share,0.4652,
floorplan,die_area,10820,um2
detailed_routing,vias_per_cell,3.905,
yosys,avgSynthCellArea,9.794,um2
floorplan,placementRows,30,
final_timing,tightestPinTransition,0.5669,ns
floorplan,ios,13,
worst_setup_path,crit_path_end,"O_Busy",
detailed_routing,avgRoutedWirePerCell,9.621,um
place,place.gp.congestion,0.7673,
yosys,synth_warnings,1,
final_timing,clock_skew,0.005615,ns
worst_setup_path,crit_type,"input port to output port",
global_route,grt_pass1_wl,4685,um
yosys,syn_area,1420,um2
detailed_routing,num_vias,1031,
yosys,largest_area_cell,"dfxtp_1",
cells_and_area,finish.instance_area,1788,um2
run,maxCapViolCount,0,
yosys,syn_inst,145,
yosys,edf_count,0,
clock_tree,cts_inserted_buffers,5,
final_timing,slew_headroom,0.6221,
floorplan,initCoreUtil,0.2079,
worst_setup_path,timing.rr.start,"R_Clk_Cnt[0]",
clock_tree,holdBufCountCts,0,
detailed_routing,ant_nets,0,
worst_setup_path,endpoint_kind,"output port",
final_timing,setup_tns,0,ns
global_route,antenna_found_initial,0,
place,placed_area,1672,um2
yosys,ys_seq_share,0.4652,
clock_tree,cts_resized,0,
detailed_routing,first_pass_iters,4,
worst_setup_path,crit_required,1.76,ns
final_timing,rsz0062_at_grt,"false",
worst_setup_path,reg2reg_slack,0.38,ns
final_timing,max_freq,0.5107,GHz
cells_and_area,drive_gt1_frac,0.07143,
final_timing,layout_min_cycle_time,1.958,ns
final_timing,drv_slew,0,
yosys,ys_area,1420,um2
clock_tree,clk_latency,0.28,ns
pwr,combPwrFrac,0.045,
global_route,grt_pass1_vias,1028,
detailed_routing,drtIter0Drc,41,
place,dpl.hpwl,1803,um
run,warnings,31,
worst_setup_path,startpoint,"I_En",
pwr,power.share.switching,0.1910,
floorplan,die_width,104,um
yosys,ff_type,"dfxtp_1",
clock_tree,cts.sinks,33,
pwr,intPower,1021,uW
floorplan,die_h,104,um
final_timing,final_hold_viol_count,0,
global_route,grt_max_degree,22,
clock_tree,cts-htree-levels,2,
final_timing,final.period_utilization,0.8900,
detailed_routing,diodes,0,
worst_setup_path,worstRegToRegCells,6,
clock_tree,tritoncts,"done",
clock_tree,cts_buffer_depth,2,
final_timing,worst_slack,0.2421,ns
yosys,synth.distinct_cells,39,
detailed_routing,wl,2540,um
worst_setup_path,reg2reg_to,"R_Clk_Cnt[8]",
pwr,powerDensity,705.7,nW/um2
pwr,ir_worst_vdd,0.0002366,V
place,io_buffer_count,12,
cells_and_area,area_delta_synth_final,25.90,%
global_route,grt_remaining_overflow,0,
place,pre_cts_ws,0.2341,ns
clock_tree,cts_setup_buffers,0,
worst_setup_path,arrival,1.52,ns
clock_tree,cts-root-buf,"clkbuf_8",
yosys,yosys-top-cells-area,"dfxtp_1 (47%), ha_1 (7.0%), o32ai_1 (4.9%), nand3b_1 (4.2%), inv_1 (3.7%)",
hold_path,hp-start,"R_En_D0",
worst_setup_path,cp-start-kind,"input port",
yosys,most_common_cell,"dfxtp_1",
pwr,power.share.clock,0.459,
floorplan,coreArea,6832,um2
detailed_routing,drc,0,
outcome,status,"completed",
pwr,power_leakage,0.0006608,uW
pwr,p_sw,241.0,uW
worst_setup_path,worstPathMaxFanout,2,
## state kept, by name, indices dropped and copies added (netlist names)
| signal | count |
|---|---|
| R_Busy | 1 |
| O_Txd | 1 |
| R_Clk_Cnt | 16 |
| R_Data | 8 |
| R_En_D0 | 1 |
| R_En_D1 | 1 |
| R_Tx_Cnt | 4 |
| R_Tx_Flag | 1 |
## worst min-delay path by stage
stage,cells after the start,endpoint,slack [ns]
after CTS,1,R_En_D1,0.47
after global routing,1,R_En_D1,0.48
final,1,R_En_D1,0.46
## power by group through the flow
stage	sequential, uW	clock [uW]	combinational (uW)
finish	626	580	56.5
global route	628	620	64.4
CTS	626	597	57.6
## worst max-delay path: stages
cell and delay [ns]:
clkdlybuf4s50_1 0.40, or2_2 0.27, clkdlybuf4s50_1 0.41
## metal layers
layer  GRT usage  wire [um]  up-vias  part of all wire
met2     0.07432       1058       12              0.42
met1     0.06878       1337      465              0.53
li1            -          -      550                 -
met3     0.01629         97        4             0.038
met4    0.009940         46        0             0.018
met5           0          0        -                 0
## cell type report
cell class | count | area, um2
fillers | 736 | 5044
multi-input cells | 99 | 703.2
flip-flops and latches | 33 | 660.6
repair buffers | 14 | 135.1
well taps | 96 | 120.1
clock buffers | 7 | 86.33
inverters | 14 | 52.55
clock inverters | 1 | 30.03
## kinds of logic after synthesis
group / Yosys count / share of synthesized area
and+or+nand+nor: 53 / 0.2220
other: 1 / 0.002641
DFF: 33 / 0.4652
AOI/OAI and AO/OA: 20 / 0.1137
buffers and inverters: 19 / 0.05550
adders and majority gates: 8 / 0.07049
muxes: 3 / 0.02115
xor gates and xnor gates: 8 / 0.04934
## through the flow
| step | util | cells | hold WS, ns |
|---|---|---|---|
| final | 0.2617 | 264 | 0.4620 |
| after global routing | 0.2617 | 264 | 0.4817 |
| after CTS | 0.2617 | 264 | 0.4709 |
| after detailed placement | 0.2447 | 256 | 0.4584 |
| after global placement | 0.2447 | 256 | 0.4486 |
| after floorplan | - | 151 | 0.4392 |
## layout by cell type, fill, tap and decap left out, types with 2 or more instances in the layout
master | Yosys | final
xnor2_1 | 2 | 2
or4_1 | 2 | 2
nor4_1 | 2 | 2
a22oi_1 | 2 | 2
a21oi_1 | 2 | 2
nand2b_1 | 3 | 3
buf_4 | 0 | 2
nor2b_1 | 3 | 3
ha_1 | 8 | 8
xor2_1 | 6 | 6
o211ai_1 | 2 | 2
clkbuf_8 | 0 | 6
conb_1 | 1 | 7
dfxtp_1 | 33 | 33
nand2_1 | 5 | 5
inv_1 | 14 | 14
o32ai_1 | 8 | 8
nand3b_1 | 8 | 8
clkdlybuf4s50_1 | 0 | 12
nor2_1 | 12 | 12
mux2i_1 | 3 | 3
nand4_1 | 3 | 3
nand3_1 | 4 | 4
Power and IR drop assume default switching activity.
