`design/flow/run.sh`:
```
#!/bin/bash
# OpenROAD 26Q1-2900-gdf79404cd8, Yosys 0.63+post, stock flow scripts
make -C /OpenROAD-flow-scripts/flow DESIGN_CONFIG=/design/flow/config.mk WORK_HOME=/design/flow/orfs finish
```
`design/flow/config.mk`:
```
export PLATFORM = sky130hd
export DESIGN_NAME = RS232_Recv
export DESIGN_NICKNAME = RS232_Recv
export VERILOG_FILES = /design/flow/design.v
export SDC_FILE = /design/flow/constraint.sdc
export NUM_CORES = 4
export LEC_CHECK = 1
export CORE_UTILIZATION = 40
```
`design/flow/constraint.sdc`:
```
current_design RS232_Recv

set clk_period 3.8
set clk_io_pct 0.2

create_clock -name clk0 -period $clk_period [get_ports {I_Clk}]

set non_clock_inputs [all_inputs -no_clocks]
set_input_delay [expr $clk_period * $clk_io_pct] -clock clk0 $non_clock_inputs
set_output_delay [expr $clk_period * $clk_io_pct] -clock clk0 [all_outputs]
```
`design/flow/design.v`:
```
module RS232_Recv #(
    parameter P_CLK_FREQ  = 5000_0000,     
    parameter P_RS232_BPS = 115200         
)(
    input            I_Clk  ,
    input            I_Rst  ,
    input            I_Rxd  ,
    output reg [7:0] O_Data ,
    output reg       O_Done , 
    output           O_Begin
);
localparam P_BPS_Cnt = P_CLK_FREQ / P_RS232_BPS;
reg [7:0] R_Data;
reg       R_Rx_Flag;
reg [3:0] R_Rx_Cnt;
reg [15:0] R_Clk_Cnt;
reg       R_Rxd_D0;
reg       R_Rxd_D1;
wire      W_Start_Flag;
assign O_Begin = W_Start_Flag | R_Rx_Flag;
assign W_Start_Flag = (( R_Rxd_D0) && (!R_Rxd_D1)) ? 1'b1 : 1'b0;
always @(posedge I_Clk) begin
    if(I_Rst) begin
        R_Rxd_D0 <= 1'b1;
        R_Rxd_D1 <= 1'b1;
    end
    else begin
        R_Rxd_D0 <= R_Rxd_D1;
        R_Rxd_D1 <= I_Rxd;
    end
end
always @(posedge I_Clk) begin
    if(I_Rst) 
        R_Clk_Cnt <= 16'b0;
    else if(R_Rx_Flag) begin
        if(R_Clk_Cnt == P_BPS_Cnt - 1) 
            R_Clk_Cnt <= 16'b0;
        else
            R_Clk_Cnt <=R_Clk_Cnt + 1'b1;
    end
    else 
        R_Clk_Cnt <= 16'b0;
end
always @(posedge I_Clk) begin
    if(I_Rst) begin
        R_Rx_Flag <= 1'b0;
    end
    else begin
        if(W_Start_Flag)
            R_Rx_Flag <= 1'b1;
        else if((R_Rx_Cnt == 4'd9) && (R_Clk_Cnt == P_BPS_Cnt / 2))
            R_Rx_Flag <= 1'b0;
        else 
            R_Rx_Flag <= R_Rx_Flag;
    end
end
always @(posedge I_Clk) begin
    if(I_Rst) begin
        R_Rx_Cnt <= 4'd0;
    end
    else if(R_Rx_Flag) begin
        if(R_Clk_Cnt == P_BPS_Cnt - 1'b1)
            R_Rx_Cnt <= R_Rx_Cnt + 1'b1;
        else
            R_Rx_Cnt <= R_Rx_Cnt;
    end
    else
        R_Rx_Cnt <= 4'd0;
end
always @(posedge I_Clk) begin
    if(I_Rst) begin
        R_Data <= 8'd0;
    end
    else begin
        if(R_Rx_Flag) begin
            if(R_Clk_Cnt == P_BPS_Cnt /2) 
                R_Data[R_Rx_Cnt - 1'b1] = R_Rxd_D0;
        end
        else 
            R_Data <= R_Data;
    end
end
always @(posedge I_Clk) begin
    if(I_Rst) begin
        O_Data <= 8'd0;
        O_Done <= 1'd0;
    end
    else if(R_Rx_Cnt == 4'd9)begin
        O_Data <= R_Data;
        O_Done <= 1'b1;
    end
    else begin
        O_Data <= 8'd0;
        O_Done <= 1'b0;
    end
end
endmodule
```
==> flow_summary.json <==
{
  "numCtsBuffers": 5,
  "worstSkewPairLatency_ns": 0.29,
  "gp_congestion": 0.8457,
  "clk_pin_slew_worst_paths_ns": 0.08,
  "leakage_nw": 0.6971,
  "simple_gate_share": 0.2575,
  "setup_viol_count_final": 0,
  "async_reset_ff_frac": 0,
  "yosys.stat.seqShare": 0.4089,
  "vias": 1530,
  "synthAoiAreaFrac": 0.1514,
  "antenna_found_initial": 0,
  "drcViolationCount": 0,
  "cts_sinks": 40,
  "rsz0062_at_grt": "no",
  "layout_top_cell": "dfxtp_1",
  "log.warning_count": 31,
  "yosys-stat-cells": 215,
  "regArea_um2": 800.8,
  "grt_pass1_vias": 1434,
  "synthCells": 215,
  "holdWs_ns": 0.4498,
  "dominantRegCellSynth": "dfxtp_1",
  "worstPathArrival_ns": 2.85,
  "ir_drop_uv": 239.7,
  "final_core_util": 0.4673,
  "syn-mean-instance-area_um2": 9.108,
  "stdcell_count": 292,
  "finalClockPeriodUsage": 0.7076,
  "yosysChipArea_mm2": 0.001958,
  "grt_pass1_wl_um": 6706,
  "ctsHoldBuffers": 0,
  "synth_flop_count": 40,
  "rows": 25,
  "worst_slew_pin_slew_ns": 0.5651,
  "grt_max_degree": 18,
  "wl_um": 3730,
  "layout.area.comb_mm2": 0.001071,
  "io_pins": 13,
  "synth.logic.top_family": "simple AND/OR/NAND/NOR gates",
  "power_mw": 0.7312,
  "diodes": 0,
  "drv_cap": 0,
  "finalWorstSetupSlack_ns": 1.111,
  "tns_ns": 0,
  "core_area_mm2": 0.004723,
  "vias_per_cell": 5.240,
  "fp.dieW_um": 71.97,
  "io_buffers": 12,
  "dp_slack_ns": 1.137,
  "globalRouteOverflowTotal": 0,
  "crit_fanout": 17,
  "die_area_mm2": 0.005179,
  "die_h_um": 71.97,
  "endpoint_kind": "flop",
  "required_ns": 3.96,
  "holdCritPathClass": "flop to flop",
  "power_density_mw_per_mm2": 331.3,
  "wl_per_cell_um": 12.77,
  "detail-route-antenna-nets": 0,
  "synthAdderAreaFrac": 0.05112,
  "root_buffer": "clkbuf_8",
  "critPathKind": "flop to flop",
  "timing.slew.headroom": 0.6183,
  "start_kind": "flop",
  "fillers": 457,
  "synth_cell_type_count": 48,
  "syn_to_final_growth_pct": 12.72,
  "drt_first_pass_iters": 4,
  "xor_share": 0.08179,
  "drt_iter0_markers": 85,
  "gr-usage-all-layers": 0.1662,
  "final_cell_mix": "40 x dfxtp_1, 22 x nor2_1, 12 x xnor2_1, 12 x clkdlybuf4s50_1",
  "max-clock-path-buffers": 2,
  "period_minus_slack_ns": 2.689,
  "h-tree-depth": 2,
  "yosysWarnings": 1,
  "drive_gt1_frac": 0.07111,
  "hold_viol": 0,
  "slew_violations": 0,
  "ys_sh_mux": 0.005112,
  "place_inst": 284,
  "status": "finished, final reports clean",
  "fp_util": 0.4146,
  "syn_area_mm2": 0.001958,
  "dpl_cell_area_mm2": 0.002113,
  "cts_tree": "yes",
  "cts_setup_buffers": 0,
  "fin_area_mm2": 0.002207,
  "edf_count": 0,
  "fin_skew_ns": 0.007066,
  "hpwl_um": 2729,
  "clock.fmax_ghz": 0.3719,
  "post_cts_resized": 0
}
## critical path: stages (launching register included)
cell and delay (ns):
dfxtp_1 0.67, inv_1 0.23, ha_1 0.34, xnor2_1 0.20, a311o_1 0.48, a2111oi_0 0.50, o22ai_1 0.14
## logic make-up after synthesis
family | Yosys count
multiplexers | 1
flip-flops | 40
XOR/XNOR | 15
buffers and inverters | 20
adder cells (fa/ha/maj) | 8
AND/OR/NAND/NOR | 92
AND-OR/OR-AND | 39
## Yosys cell counts (2+ instances only)
library cell,count,area share
nor3_1,6,0.015
o32ai_1,3,0.013
nor4_1,5,0.016
and4_1,3,0.013
clkbuf_1,4,0.0077
or4_1,3,0.012
ha_1,8,0.051
buf_2,2,0.0051
nand4_1,3,0.0096
nand2_1,11,0.021
o22ai_1,3,0.0096
buf_4,2,0.0077
o31ai_1,4,0.015
dfxtp_1,40,0.41
a21o_1,2,0.0077
nand3_1,11,0.028
xnor2_1,12,0.054
nor4b_1,2,0.0089
nand2b_1,8,0.026
a21oi_1,8,0.020
inv_1,10,0.019
or3_1,2,0.0064
o21ai_0,3,0.0077
and2_1,6,0.019
o2111ai_1,3,0.013
a2111oi_0,6,0.027
nor2_1,22,0.042
or2_2,3,0.0096
## layout make-up
class	instances	share of cell area
multi-input combinational	155	0.4853
sequential	40	0.3628
timing repair buffer	12	0.05442
clock buffer	7	0.03912
tap	67	0.03798
inverter	10	0.01701
clock inverter	1	0.003401
## path summary, 6_finish.rpt
| check | from | slack, ns | cells past startpoint | end |
|---|---|---|---|---|
| max | R_Rx_Cnt[0] | 1.11 | 6 | R_Data[5] |
| min reg2reg | R_Rxd_D1 | 0.45 | 1 | R_Rxd_D0 |
| max reg2reg | R_Rx_Cnt[0] | 1.11 | 6 | R_Data[5] |
| min | R_Rxd_D1 | 0.45 | 1 | R_Rxd_D0 |
## power by group
part	total, mW	internal [mW]	switching [mW]
clock	0.289	0.147	0.142
combinational	0.0189	0.00807	0.0108
sequential	0.423	0.421	0.00226
## layer usage
metal,up-vias,wire length (um),global-route usage
met5,-,0,0
met4,0,25,0.03268
met3,2,132,0.03239
met2,26,1786,0.2631
met1,705,1785,0.2451
li1,797,-,-
## flip-flops by register name (all words and copies together), names as in the netlist
name       count
R_Clk_Cnt     16
R_Data         8
R_Rxd_D0       1
O_Done         1
R_Rx_Flag      1
R_Rx_Cnt       4
R_Rxd_D1       1
O_Data         8
No activity file was given, so power comes from the tool's default toggle rates.
